`/design/flow/config.mk`:
```
export PLATFORM = sky130hd
export DESIGN_NAME = NS_CNTR
export DESIGN_NICKNAME = NS_CNTR
export VERILOG_FILES = /design/flow/design.v
export SDC_FILE = /design/flow/constraint.sdc
export NUM_CORES = 4
export LEC_CHECK = 1
export CORE_AREA = 10 10 70 70
export DIE_AREA = 0 0 80 80
```
`/design/flow/constraint.sdc`:
```
current_design NS_CNTR

set clk_period 1.0
set clk_io_pct 0.2

create_clock -name clk0 -period $clk_period [get_ports {CLK}]

set non_clock_inputs [all_inputs -no_clocks]
set_input_delay [expr $clk_period * $clk_io_pct] -clock clk0 $non_clock_inputs
set_output_delay [expr $clk_period * $clk_io_pct] -clock clk0 [all_outputs]
```
`/design/flow/design.v`:
```
`timescale 1ns / 1ps
module NS_CNTR(
    input UP, input CLK,
    input R,
    input reg [3:0] NUM = 0,
    output reg [3:0] NUMP
    );
    always_ff @ (posedge CLK)
    begin
        if (UP == 1) NUMP <= NUM + 1;
        else if (R == 1) NUMP <= 0;
        else NUMP <= NUM;
    end
endmodule
```
`/design/flow/run.sh`:
```
#!/bin/bash
# OpenROAD 26Q1-2900-gdf79404cd8, Yosys 0.63+post, stock flow scripts
make -C /OpenROAD-flow-scripts/flow DESIGN_CONFIG=/design/flow/config.mk WORK_HOME=/design/flow/orfs finish
```
==> results.txt <==
fresh numbers from the pnr run: standard cell with the maximum stage delay on the critical path=sky130_fd_sc_hd__dfxtp_1, number of maximum-capacitance constraint violations=0, Logic area=86.3 um^2, Critical Path RT=0.80 ns, Critical path origin=NUMP[3]$_DFF_P_, run status=finished clean, number of cell rows=21, detailed placement HPWL=464 um, number of warnings the tools reported=25, hold-fix buffer count after cts=0, via count of the first global-routing pass=157, number of fill cells=410, end of the critical path=NUMP[3], Yosys warning total=1, initial DRC count=1, Post CTS Setup Buffer Count=0, wire length of the first global-routing pass=814 um, Core ar.=3420 um^2, floorplan die height=80 um, I/O pin total=11, peak clock frequency supported by timing=1.05 GHz, Die Area=6400 um^2, Worst Setup Slack post-DPL=-0.333 ns, Regs by FF count=NUMP (4), clk root buf=sky130_fd_sc_hd__clkbuf_4, clock sink count=4, total of flip-flops plus latches after synthesis=4, synthesized netlist cell count=15, register cell area after layout=80.1 um^2, worst-case headroom to the max-slew limit=0.874, floorplan core density=0.0487, global routing usage summed across all routing layers=0.0169, count of buffers inserted at the top-level ports=10, Crit path arrival time=0.75 ns, CP top delay family=flip-flops, sequential cell area fraction in the yosys report=0.481, worst hold path class=input pin to register, total CTS buffers=3, setup repair after global routing missed its margin=false, cycle use final=0.952, count of pins over their slew limit=0, Wirelength per Cell=7.09 um, clock tree from TritonCTS=built, register containing the most flip-flops in the final layout=NUMP, slew at the pin closest to its max-slew limit=0.189 ns, smallest hold slack=0.302 ns, buffer and inverter count on the worst path=1, Netlist cell types=12, Placement Cell Area=339 um^2, final critical delay including setup and external delays=0.952 ns, Worst Path Class, Setup=register to output pin, routability cong.=0.775, power density over cell area=1260 nW/um^2, final instance area=362 um^2, final-report setup violation count=0, Avg Vias per Cell=2.08, post-route ant nets=0, overall die width=80 um, ratio of cells with drive above 1 in the final layout=0.267, largest net degree at the start of global routing=6, yosys cell count=15, Final Hold Violating Endpoints=0, first-pass detailed-route iteration total=4, number of DRC violations after detailed routing=0, Placed Cells=73, non-filler cells, final=77, CP startpoint kind=register, initial antenna violation count=1, Worst Path Max Fanout=1, H-tree depth reported by CTS=1, signed area change from the synthesized netlist to the final layout=117%, instance count on the critical path=1, via count=160, series of cell instances along the critical path=dlygate4sd2_1, maximum count of clock buffers along a single path=2, total wire length=546 um, Peak supply drop=294 uV, stage delay of the slowest cell on the critical path=0.28 ns, yosys stat area=166 um^2, total gr overflow=0, worst path setup slack after routing=0.0478 ns, number of flip-flops in the largest register=4, nature of the critical path endpoint=output pin, average cell area after synthesis=11.1 um^2, Synth Cell Area=166 um^2, clock transition time at the flip-flop clock pins of the worst setup and hold paths=0.04 ns, leak pwr=0.000164 uW
## how the worst min path moves through the flow
| stage | startpoint | to | slack [ns] | depth (start not counted) |
|---|---|---|---|---|
| 4_1_cts | NUM[1] | NUMP[1]$_DFF_P_ | 0.44 | 3 |
| 5_1_grt | NUM[2] | NUMP[2]$_DFF_P_ | 0.32 | 2 |
| 6_report | NUM[2] | NUMP[2]$_DFF_P_ | 0.30 | 2 |
## cell usage after synthesis
library cell / instances / share of area
sky130_fd_sc_hd__dfxtp_1: 4 / 0.48
sky130_fd_sc_hd__a22o_1: 1 / 0.053
sky130_fd_sc_hd__a22o_2: 1 / 0.060
sky130_fd_sc_hd__ha_1: 1 / 0.075
sky130_fd_sc_hd__mux2_2: 1 / 0.068
sky130_fd_sc_hd__nand2_1: 1 / 0.023
sky130_fd_sc_hd__nand2b_1: 1 / 0.038
sky130_fd_sc_hd__nand3_1: 1 / 0.030
sky130_fd_sc_hd__nor2_2: 1 / 0.038
sky130_fd_sc_hd__o21ai_0: 1 / 0.030
sky130_fd_sc_hd__xnor2_1: 1 / 0.053
sky130_fd_sc_hd__xor2_1: 1 / 0.053
## placed cells by master, fill, tap and decap left out, types with 2 or more instances in the layout
| master | n |
|---|---|
| sky130_fd_sc_hd__buf_4 | 2 |
| sky130_fd_sc_hd__clkbuf_4 | 3 |
| sky130_fd_sc_hd__clkdlybuf4s50_1 | 2 |
| sky130_fd_sc_hd__dfxtp_1 | 4 |
| sky130_fd_sc_hd__dlygate4sd2_1 | 6 |
| sky130_fd_sc_hd__dlymetal6s2s_1 | 2 |
## cells by family after synthesis
kind of cell	after synthesis	synth area share
and+or+nand+nor	4	0.128
DFF	4	0.481
AOI/OAI and AO/OA	3	0.143
xor gates and xnor gates	2	0.105
muxes	1	0.0677
adders and majority gates	1	0.0752
## routing by layer
metal | track usage | share of wire
met3 | 0.0284 | 0.31
met5 | 0 | 0
met1 | 0.0180 | 0.45
met4 | 0.00352 | 0
met2 | 0.0152 | 0.23
## timing repair
item / 4_1_cts / 5_1_grt
resized: 6 / 2
setup endpoints to repair: 6 / 2
endpoints found under the hold margin: 0 / 0
## final cells by class
class | count | area share
Sequential cell | 4 | 0.221
Clock buffer | 3 | 0.0623
Tap cell | 46 | 0.159
Antenna cell | 1 | 0.00692
Multi-Input combinational cell | 11 | 0.239
Timing Repair Buffer | 12 | 0.311
## report_power, final
part,switching (uW),internal [uW]
Sequential,2.69,175
Combinational,25.9,53.0
Clock,65.3,134
## stage by stage
stage / power (uW) / util / setup TNS [ns]
after floorplan: 203 / - / 0
after global placement: 272 / 0.0993 / -1.03
after detailed placement: 275 / 0.0993 / -1.09
after CTS: 473 / 0.104 / 0
after global routing: 488 / 0.106 / 0
final: 456 / 0.106 / 0
No activity file was given, so power comes from the tool's default toggle rates.
